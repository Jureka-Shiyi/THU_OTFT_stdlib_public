===== /design/flow/constraint.sdc =====
current_design MAC32_3bx1b

set clk_period 1.6
set clk_io_pct 0.2

create_clock -name clk0 -period $clk_period [get_ports {CLK}]

set non_clock_inputs [all_inputs -no_clocks]
set_input_delay [expr $clk_period * $clk_io_pct] -clock clk0 $non_clock_inputs
set_output_delay [expr $clk_period * $clk_io_pct] -clock clk0 [all_outputs]

===== /design/flow/run.sh =====
#!/bin/bash
# OpenROAD 26Q1-2900-gdf79404cd8, Yosys 0.63+post, stock flow scripts
make -C /OpenROAD-flow-scripts/flow DESIGN_CONFIG=/design/flow/config.mk WORK_HOME=/design/flow/orfs finish

===== /design/flow/design.v =====
module MAC32_3bx1b(
    input CLK,
    input reset,
    input [2:0] weight1,
    input [2:0] weight2,
    input [2:0] weight3,
    input [2:0] weight4,
    input [2:0] weight5,
    input [2:0] weight6,
    input [2:0] weight7,
    input [2:0] weight8,
    input [2:0] weight9,
    input [2:0] weight10,
    input [2:0] weight11,
    input [2:0] weight12,
    input [2:0] weight13,
    input [2:0] weight14,
    input [2:0] weight15,
    input [2:0] weight16,
    input [2:0] weight17,
    input [2:0] weight18,
    input [2:0] weight19,
    input [2:0] weight20,
    input [2:0] weight21,
    input [2:0] weight22,
    input [2:0] weight23,
    input [2:0] weight24,
    input [2:0] weight25,
    input [2:0] weight26,
    input [2:0] weight27,
    input [2:0] weight28,
    input [2:0] weight29,
    input [2:0] weight30,
    input [2:0] weight31,
    input [2:0] weight32,
    input [31:0] in,
    output reg [7:0] out
);
    always @(posedge CLK) begin
        if (reset) begin
            out <= 0;
        end
        else begin
            out <= {3{in[0]}} & weight1 + {3{in[1]}} & weight2 + {3{in[2]}} & weight3 + {3{in[3]}} & weight4 + {3{in[4]}} & weight5 + {3{in[5]}} & weight6 + {3{in[6]}} & weight7 + {3{in[7]}} & weight8 + {3{in[8]}} & weight9 + {3{in[9]}} & weight10 + {3{in[10]}} & weight11 + {3{in[11]}} & weight12 + {3{in[12]}} & weight13 + {3{in[13]}} & weight14 + {3{in[14]}} & weight15 + {3{in[15]}} & weight16 + {3{in[16]}} & weight17 + {3{in[17]}} & weight18 + {3{in[18]}} & weight19 + {3{in[19]}} & weight20 + {3{in[20]}} & weight21 + {3{in[21]}} & weight22 + {3{in[22]}} & weight23 + {3{in[23]}} & weight24 + {3{in[24]}} & weight25 + {3{in[25]}} & weight26 + {3{in[26]}} & weight27 + {3{in[27]}} & weight28 + {3{in[28]}} & weight29 + {3{in[29]}} & weight30 + {3{in[30]}} & weight31 + {3{in[31]}} & weight32;
        end
    end
endmodule

===== /design/flow/config.mk =====
export PLATFORM = sky130hd
export DESIGN_NAME = MAC32_3bx1b
export DESIGN_NICKNAME = MAC32_3bx1b
export VERILOG_FILES = /design/flow/design.v
export SDC_FILE = /design/flow/constraint.sdc
export NUM_CORES = 4
export LEC_CHECK = 1
export CORE_UTILIZATION = 40

==> run notes <==
run results: synth-to-layout area growth 92.3%, CTS Root Buffer Type clkbuf_8, drt pass-1 iters 4, Largest Register out, category of the most critical setup path primary input to register, register area share after synthesis 0.0291, fp_density 0.425, YS warnings 1, RSZ-0062 raised after global routing yes, All-Layer GR Usage 0.238, worst-case clock buffer depth 2, first-pass GRT wire length 8980 microns, Final Hold Viols 0, Min Hold Slack 544 ps, MaxCap Viol Count 0, row cnt 25, DRT antenna net count 0, Setup Fix Bufs, Post-CTS 0, Routed wire per std cell 15.6 microns, layout cell share with drive strength beyond 1 0.366, crit path capture type register, Crit-path slowest cell fa_1, leakage power 1.88 nW, crit share post-route 1.16, setup ws final -258 ps, Critical Path Source weight7[1], post-route cell area 3970 sq um, Residual DRC 0, EDFF count, synth 0, Hold Path Depth 4, path type of the worst min-delay path primary input to register, Worst Path Arrival 1980 ps, ys async rst share 0, synthesized area 2060 sq um, vias after detailed routing 1857, worst-path maximum fanout 1, yosys cell count 161, #FFs+latches synth 3, stages on the worst setup path 6, DP Area 3740 sq um, Most used DFF post-synth dfxtp_1, Synth top area share 0.301, largest registers out: 3 flops, gpl congestion 0.874, Core Box Area 4850 sq um, M1 GR Usage 0.323, Hold Buf Count CTS 0, PwrDens 333 nW/um^2, maximum vdd drop 214 uV, final global-route overflow total 0, CP Buf/Inv Count 1, routed vias/inst 4.74, Max Fclk 538 MHz, die height 73.8 microns, Post-Route Utilization 0.818, final setup fails 2, HPWL after detailed placement 5490 microns, main area contributors fa_1 (30%), xnor3_1 (21%), ha_1 (19%), xnor2_1 (6.8%), nand4_1 (5.2%), Num CTS Buffers 3, GR met3 Demand/Resource 0.0416, vias in the first global route 2039, Port-buffer cells 132, die width 73.8 microns, initial antenna violation count 0, crit-path leading delay family simple AND/OR/NAND/NOR gates, ANT cells 0, yosys synthesis chip area 2060 sq um, Synth top cells by count fa_1 (31), ha_1 (31), xnor3_1 (19), Cell Chain, Critical Path clkdlybuf4s50_1 > fa_1 > nand4b_1 > nor4_4 > nand4_1 > nor4_2, WP data required 1730 ps, initial drt markers 17, CTS H-tree lvls 1, Final Max Slew Viols 0, Worst Setup EP out[1], cells after synthesis 161, crit path time final 1860 ps, final wirelength 6100 microns, syn avg cell area 12.8 sq um, # fillers 299, crit-path max cell delay 530 ps, status complete, but fails checks, # IOs 138, Non-Filler Instances 392, chip area 5450 sq um, largest net degree at the start of global routing 4, Largest register FFs 3, met2 Usage GRT 0.428, startpoint types primary input, Unique cell types 17, Inst Count DP 388, clock sinks 3, failing checks setup timing, Reg clk slew, reported paths 30 ps, TritonCTS clock tree done, post-synth top area cell fa_1, stage-log warning count 29, most used routing layer met2
-- kinds of logic after synthesis --
group,synth area share
adders and majority gates,0.489
xor gates and xnor gates,0.322
and+or+nand+nor,0.113
buffers and inverters,0.0455
DFF,0.0291
other,0.00182
-- tightest hold or removal path: stages --
cell	delay, ps
buf_8	80
ha_4	180
nand4_1	70
nor4_1	50
-- routing by layer --
metal / part of all wire / routed length, microns / up-vias
met5: 0 / 0 / -
met4: 0.0084 / 51 / 0
met3: 0.068 / 417 / 4
li1: - / - / 904
met2: 0.52 / 3170 / 78
met1: 0.40 / 2460 / 871
-- power by group --
part,switching [mW],internal (mW),total [mW]
clock network,0.0534,0.170,0.224
logic,0.375,0.646,1.02
registers,0.00000000000605,0.0753,0.0753
-- stage by stage --
| stage | power (mW) | TNS (ps) | setup slack (ps) |
|---|---|---|---|
| after global placement | 1.06 | -2220 | -949 |
| after floorplan | 0.504 | -345 | -282 |
| after detailed placement | 1.07 | -2360 | -1040 |
| after CTS | 1.31 | -790 | -507 |
| after global routing | 1.43 | -643 | -333 |
| final | 1.32 | -482 | -258 |
-- cell type report --
class | count | area (sq um) | area share
sequential | 3 | 60.1 | 0.0151
timing repair buffer | 161 | 1480 | 0.372
multi-input combinational | 142 | 2240 | 0.566
inverter | 15 | 56.3 | 0.0142
clock buffer | 4 | 45.0 | 0.0114
tap | 67 | 83.8 | 0.0211
-- cells in the final DEF, fill, tap and decap left out, types with 3 or more instances in the layout --
master,synthesis,routed
and3_1,3,3
buf_4,5,29
buf_6,0,5
clkbuf_2,0,13
clkbuf_8,0,3
clkdlybuf4s15_1,0,12
clkdlybuf4s50_1,0,53
conb_1,1,5
dfxtp_1,3,3
dlygate4sd2_1,0,31
dlymetal6s2s_1,0,14
fa_1,31,13
fa_2,0,18
ha_1,31,3
ha_2,0,15
ha_4,0,13
inv_1,15,6
inv_2,0,9
nand4_1,17,17
nor2_1,3,3
nor4_1,8,3
nor4_2,1,4
xnor2_1,16,13
xnor2_2,0,3
xnor3_1,19,19
xor3_1,4,4
-- worst min-delay path by stage --
stage,end,slack (ps),startpoint
after CTS,out[0],530,weight4[0]
final,out[0],540,in[4]
after global routing,out[0],560,in[4]
-- what timing repair did --
item / CTS / global route
setup endpoints to repair: 3 / 3
gates resized: 147 / 65
endpoints found under the hold margin: 0 / 0
gates cloned: 0 / 0
pin swaps: 67 / 50
Power and IR drop assume default switching activity.
