<file path="./design.v">
module rice_encode(
    input CLK,
    input reset,
    input [7:0] data_in,
    input [3:0] k,
    output reg [15:0] code_out,
    output reg valid
);
    integer q, r;
    reg [15:0] temp_code_out;
    always @(posedge CLK or posedge reset) begin
        if (reset) begin
            code_out <= 0;
            valid <= 0;
        end else begin
            q = data_in >> k;
            r = data_in & ((1 << k) - 1);
            temp_code_out = (1 << q) - 1;
            temp_code_out = {temp_code_out, 1'b0, r};
            code_out <= temp_code_out;
            valid <= 1;
        end
    end
endmodule
</file>
<file path="./run.sh">
#!/bin/bash
# OpenROAD 26Q1-2900-gdf79404cd8, Yosys 0.63+post, stock flow scripts
make -C /OpenROAD-flow-scripts/flow DESIGN_CONFIG=/design/flow/config.mk WORK_HOME=/design/flow/orfs finish
</file>
<file path="./config.mk">
export PLATFORM = sky130hd
export DESIGN_NAME = rice_encode
export DESIGN_NICKNAME = rice_encode
export VERILOG_FILES = /design/flow/design.v
export SDC_FILE = /design/flow/constraint.sdc
export NUM_CORES = 4
export LEC_CHECK = 1
export CORE_AREA = 10 10 70 70
export DIE_AREA = 0 0 80 80
</file>
<file path="./constraint.sdc">
current_design rice_encode

set clk_period 1.0
set clk_io_pct 0.2

create_clock -name clk0 -period $clk_period [get_ports {CLK}]

set non_clock_inputs [all_inputs -no_clocks]
set_input_delay [expr $clk_period * $clk_io_pct] -clock clk0 $non_clock_inputs
set_output_delay [expr $clk_period * $clk_io_pct] -clock clk0 [all_outputs]
</file>
==> changes_impl.md <==
## Flow update

* Status: completed
* Sequential fraction of the synthesis area at 0.460
* Drt pass-1 iters at 4
* Period utilization at 0.985
* Register area at 225 um2
* Main area contributors: dfrtp_1 (46%), buf_4 (12%), nor4b_4 (4.9%), a21oi_1 (4.1%), and2_1 (2.6%)
* CTS tree: done
* # IOs at 31
* Clk slew on worst S/H paths at 0.05 ns
* Largest net degree at the start of global routing at 10
* Yosys top cell by area: dfrtp_1
* Setup crit end kind: flop
* Unrepaired setup endpoints after global routing: true
* PortBufs at 22
* Netlist cell types at 24
* Category of the critical setup timing path: input port to flop
* Initial antenna violation count at 0
* Die footprint at 6400 um2
* Number of global-route vias before repair at approximately 450
* Crit path arrival time at roughly 1.1 ns
* Vias after detailed routing at 416
* Startpoint types: input port
* CP peak stage delay at 0.21 ns
* PwrDens at 1030 nW/um2
* Crit path cell chain: buf_6 -> nor2_4 -> nand3b_1 -> ha_4 -> buf_6 -> xor2_1 -> and2_1
* Maximum fanout along the worst path at 6
* Logic area at 246 um2
* Tmin final at 0.985 ns
* Global Route Usage Sum at 0.0376
* Chip height at 80 um
* DRC violations left at 0
* # rows at 21
* Initial DRC count at 7
* Die x size at about 80 um
* Hold-fix buffer count after cts at 0
* Worst Hold Class: input port to async pin
* Num CTS Buffers at 3
* Layout fillers at between 300 and 400
* CTS sink cnt at 9
* GR Util met2 at 0.0570
* Register share of total power at 0.474
* P_sw at 181 uW
* OpenROAD warning count at 28
* Slew Viols, Final at 0
* Switch share at 0.218
* Power Internal at ~650 uW
* Clock power frac at 0.307
* Final Util at 0.236
* Leakage power at 0.366 nW
* H-tree depth at 1
* Via-to-Cell Ratio at around 3.3
* Wire per inst at 10.1 um
* Worst Path Required at between 1 and 1.5 ns
* Wire length of the first global-routing pass at between 1500 and 2000 um
* # setup viols final at 0
* Syn_area_per_cell at approximately 10 um2
* Max VDD drop at approximately 0.24 mV
* Antenna Nets Post-Route at 0
* # diodes at 0
* CP Capture Point: code_out[2]$_DFF_PP0_
* Area after DPL at approximately 760 um2
* Gate power share at 0.219
* HPWL Detailed at around 1100 um
* GR peak layer: met2
* Netlist Area Pre-Place at just under 500 um2
* Ys Warns at 1
* CTS Root Cell: clkbuf_4
* Synthesized chip area reported by yosys at roughly 490 um2
* Peak Freq at about 1.0 GHz
* Syn Inst Count at 49
* Post-synth regs at 9
* Met3 Use GR at 0.0239
* Placer Congestion at 0.788
* Area grow syn2layout at 65.0%
* GR Layer Usage met1 at 0.0434
* WL final at 1280 um
* Area leader share at 0.460
* Floorplan Utilization at 0.143
* Ys cells at just under 50
* Bufs on Longest Clock Path at 2
* Layout cell share with drive strength beyond 1 at 0.370
* Core ar. at 3420 um2
* Final Cell Area at 807 um2
* Critical path's slowest cell: ha_4
* Most used cell, CP: buf_6
* Final Hold Violation Tally at 0
* GRT overflow at 0
* CP startpoint: k[2]
* Max cap viols at 0
layout by cell type, fill, tap and decap left out:
master / n
o21ai_1: 1
nand3b_1: 1
clkdlybuf4s15_1: 1
clkbuf_4: 3
nand3_1: 1
and2_2: 1
clkdlybuf4s50_1: 9
clkbuf_1: 1
nor4b_4: 1
conb_1: 9
nor2_4: 1
xor2_1: 1
nor4_4: 1
nand2b_1: 1
inv_1: 2
nor2_1: 1
clkbuf_2: 8
nor2b_1: 2
buf_2: 2
buf_4: 8
dfrtp_1: 9
and2_1: 2
buf_6: 3
o211ai_1: 1
o22ai_1: 1
nor3_2: 1
a21oi_1: 4
ha_4: 1
nand2_1: 3
o21a_1: 1
synth_stat cells:
master / number
conb_1: 2
nand3b_1: 1
nor2b_1: 2
clkbuf_2: 1
o21ai_1: 1
inv_1: 2
nand3_1: 1
xor2_1: 1
nor4_1: 1
buf_6: 1
nor2_1: 2
nor3_1: 1
a21oi_1: 4
o22ai_1: 1
o21a_1: 1
nand2_1: 3
ha_1: 1
dfrtp_1: 9
nand2b_1: 1
and2_1: 2
o211ai_1: 1
and2_2: 1
buf_4: 8
nor4b_4: 1
sequential cells by signal (all words and copies together), names as in the netlist:
| name | flops |
|---|---|
| code_out | 8 |
| valid | 1 |
power by group through the flow:
| stage | sequential [mW] | clock (mW) | combinational (mW) |
|---|---|---|---|
| final | 0.395 | 0.256 | 0.183 |
| after CTS | 0.395 | 0.269 | 0.189 |
| after global routing | 0.399 | 0.279 | 0.204 |
layer usage:
layer,vias to the layer above,part of all wire
li1,207,-
met1,185,0.41
met2,22,0.43
met3,2,0.15
met4,0,0.0039
met5,-,0
worst min-delay path by stage:
stage / startpoint / end / slack (ns) / cells after the start
after CTS: reset / code_out[0]$_DFF_PP0_ / 0.20 / 2
after global routing: reset / code_out[1]$_DFF_PP0_ / 0.24 / 2
final: reset / code_out[1]$_DFF_PP0_ / 0.20 / 2
through the flow:
stage,setup TNS [ns],hold WS [ns],worst slack (ns),cells,total power [mW]
2_1_floorplan,-0.393,0.0279,-0.145,56,0.483
3_3_place_gp,-2.78,0.467,-0.566,119,0.589
3_5_place_dp,-2.94,0.469,-0.627,119,0.591
4_1_cts,-0.00582,0.203,-0.00582,126,0.853
5_1_grt,-0.0328,0.245,-0.0328,127,0.881
6_report,0,0.205,0.0152,127,0.833
kinds of logic after synthesis:
| kind of cell | count (synthesis) | share of synthesized area |
|---|---|---|
| simple gates | 16 | 0.215 |
| buf+inv | 12 | 0.171 |
| flops | 9 | 0.460 |
| compound gates | 8 | 0.0946 |
| other cells | 2 | 0.0154 |
| xor+xnor | 1 | 0.0179 |
| fa+ha+maj | 1 | 0.0256 |
timing repair:
item,CTS,global route
setup endpoints to repair,14,9
cloned,0,0
pin swaps,7,4
setup buffers,3,1
gates resized,42,10
cell type report:
cell class,count,area share
Multi-Input combinational cell,35,0.305
Tap cell,46,0.0713
Inverter,2,0.00930
Clock buffer,4,0.0326
Timing Repair Buffer,31,0.302
Sequential cell,9,0.279
critical path, delay by kind of cell:
family | cells | cell delay, ns
XOR/XNOR | 1 | 0.12
adder cells (fa/ha/maj) | 1 | 0.21
buffers and inverters | 2 | 0.21
AND/OR/NAND/NOR | 3 | 0.37
No activity file was given, so power comes from the tool's default toggle rates.
