[flow/config.mk]
export PLATFORM = sky130hd
export DESIGN_NAME = MAC
export DESIGN_NICKNAME = MAC
export VERILOG_FILES = /design/flow/design.v
export SDC_FILE = /design/flow/constraint.sdc
export NUM_CORES = 4
export LEC_CHECK = 1
export CORE_UTILIZATION = 30
[flow/constraint.sdc]
current_design MAC

set clk_period 5.6
set clk_io_pct 0.2

create_clock -name clk0 -period $clk_period [get_ports {CLK}]

set non_clock_inputs [all_inputs -no_clocks]
set_input_delay [expr $clk_period * $clk_io_pct] -clock clk0 $non_clock_inputs
set_output_delay [expr $clk_period * $clk_io_pct] -clock clk0 [all_outputs]
[flow/design.v]
module MAC(
    input CLK,
    input reset,
    input [1*32-1:0] in_packed,
    input [1*32-1:0] weight_packed,
    output reg [1+1+$clog2(32)-2:0] out
); 
    genvar i;
    integer j;
    wire [1-1:0] in[32-1:0];
    wire [1-1:0] weight[32-1:0];
    wire [1+1-2:0] out_i[32-1:0];
    reg [1+1+$clog2(32)-2:0] out_s;
    genvar unpk_idx; generate for (unpk_idx=0; unpk_idx<(32); unpk_idx=unpk_idx+1) begin; assign in[unpk_idx][((1)-1):0] = in_packed[((1)*unpk_idx+(1-1)):((1)*unpk_idx)]; end; endgenerate; 
    genvar unpk_idx; generate for (unpk_idx=0; unpk_idx<(32); unpk_idx=unpk_idx+1) begin; assign weight[unpk_idx][((1)-1):0] = weight_packed[((1)*unpk_idx+(1-1)):((1)*unpk_idx)]; end; endgenerate; 
    generate
        if (1 == 1) begin
            for(i=0; i<32; i=i+1) begin
                assign out_i[i] = {1{in[i]}} & weight[i];
            end
        end
        else begin
            for(i=0; i<32; i=i+1) begin
                assign out_i[i] = in[i] * weight[i];
            end
        end
    endgenerate
    always @(*) begin
        out_s = 0;
        for(j=0; j<32; j=j+1) begin
            out_s = out_s + out_i[j];
        end
    end
    always @(posedge CLK) begin
        if(reset) begin
            out <= 0;
        end 
        else begin
            out <= out_s;
        end
    end
endmodule
[flow/run.sh]
#!/bin/bash
# OpenROAD 26Q1-2900-gdf79404cd8, Yosys 0.63+post, stock flow scripts
make -C /OpenROAD-flow-scripts/flow DESIGN_CONFIG=/design/flow/config.mk WORK_HOME=/design/flow/orfs finish
==> GITHUB_STEP_SUMMARY <==
### Metrics collected by this job

| Metric | Value |
|---|---|
| Worst EP arrival | around 5.6 ns |
| Input/output buffers | 71 |
| Number of hold violations in the final report | 0 |
| Library cell used as clock root buffer | clkbuf_4 |
| Total core area | 0.00336 sq mm |
| Die Outline Area | between 0.003 and 0.004 sq mm |
| Flops after synth | 6 |
| GRT Resource Usage Total | 10.9% |
| Number of warnings printed during yosys synthesis | 1 |
| Worst Path Required | about 5.8 ns |
| Most area-consuming cells after synthesis | fa_1, and2_1, dfxtp_1 |
| Max Cap Viol | 0 |
| Total cell area at the placement stage | 0.00185 sq mm |
| Seq share, synth | 11.4% |
| Cell variety after synth | 18 |
| Pre-CTS setup slack | -0.533 ns |
| TritonCTS clock tree | yes |
| Tool Warnings | 25 |
| DIE HEIGHT | 61.3 um |
| Mapped Area | roughly 0.0011 sq mm |
| # H-tree levels | 1 |
| Cell count listed in synth_stat.txt | 109 |
| Maximum fanout along the worst path | 2 |
| Post-Layout Inst Area | 0.00195 sq mm |
| Flip-flop count of the largest register after layout | 6 |
| First-iteration detailed-routing DRC count | 11 |
| Inserted Clock Buffers | 3 |
| Achievable Freq | 0.186 GHz |
| Unrepaired setup endpoints after global routing | no |
| Wire per inst | 8.94 um |
| Synth top area share | a little under half |
| Pins over their slew limit | 0 |
| Final HPWL DP | ~2000 um |
| First-pass iteration count of the detailed router | 2 |
| Overall power consumption | 691 uW |
| Largest reg by FF count | out |
| Number of clock sinks | 6 |
| Last weighted congestion value of the routability-driven placer | 0.763 |
| Run status | complete, no violations |
| Routed wire length | around 2100 um |
| Synthesized area per cell | 9.68 sq um |
| Core utilization at floorplan | 31.4% |
| Number of global-route vias before repair | 864 |
| FILL cells | between 300 and 400 |
| Detailed-route via count | ~950 |
| Yosys stat chip area | 0.00105 sq mm |
| Number of setup violations in the final report | 0 |
| Transition time at the pin with the least slew margin | 0.222 ns |
| Final worst setup slack | about 0.21 ns |
| Min Clock Period, post-route | 5.39 ns |
| Class of the tightest hold or removal check | in2reg |
| Number of top-level pins | 72 |
| Maximum number of pins on one net before global-route repair | 7 |
| Tcrit/Tclk final | 96.2% |
| Clock-pin slew reported for the worst setup and hold paths after clock tree synthesis | 0.05 ns |
| Max transition margin | 85.2% |
| Worst hold slack | 1.55 ns |
| Vias per std cell | 4.09 |
| Largest registers in the final layout | out: 6 flops |
| Kind of critical path | in2reg |
| Top cell type by total area after synthesis | fa_1 |
| Residual DRC | 0 |
| Area added between synthesis and finish | 85.3% |
| Maximum clock path buffer count | 2 |
| Ant. Diodes | 0 |
| GRT overflow | 0 |
| Layout cells sized above 1 | 13.4% |
| Gate Count Post-Synth | between 100 and 150 |
| Power per cell area | between 300 and 400 mW/mm^2 |
| Crit. End Element | register |
| Row count | 21 |
| Leak | roughly 1.1 nW |
| Largest voltage drop on the vdd net | 0.202 mV |
| Wire length of the first global-routing pass | 3030 um |
| Initial antenna violation count | 0 |
| Final ANT Viol Nets | 0 |
| Floorplan die width | 61.3 um |
| Category of the worst setup path launch point | input port |
[routing by layer]
| metal | track usage [%] | vias to the layer above | share of wire [%] |
|---|---|---|---|
| met4 | 0.649 | 0 | 0.38 |
| met2 | 18.6 | 50 | 49 |
| li1 | - | 476 | - |
| met5 | 0 | - | 0 |
| met1 | 14.9 | 425 | 40 |
| met3 | 3.40 | 2 | 10 |
[worst max-delay path: stages]
cell and delay [ns]:
dlygate4sd2_1 0.19, nand2_1 0.07, fa_1 0.53, inv_1 0.05
fa_1 0.54, inv_2 0.04, fa_1 0.51, inv_2 0.04
fa_1 0.45, fa_1 0.49, fa_1 0.52, ha_2 0.19
inv_2 0.04, fa_2 0.33, nand2b_4 0.14, a21oi_2 0.12
mux2i_1 0.17
[through the flow]
step / cells / setup TNS [ns] / utilization (%)
floorplan: 109 / 0 / -
global placement: 229 / -1.49 / 54.9
detailed placement: 229 / -1.65 / 54.9
CTS: 233 / 0 / 56.0
global route: 233 / 0 / 58.1
finish: 233 / 0 / 58.1
[cells in the mapped netlist (all sizes together)]
| cell type | instances |
|---|---|
| fa | 24 |
| a21oi | 2 |
| dfxtp | 6 |
| and2 | 20 |
| a21boi | 1 |
| nor3 | 1 |
| nand2 | 12 |
| ha | 7 |
| o21ba | 1 |
| or2 | 1 |
| inv | 23 |
| and3b | 1 |
| nor2 | 4 |
| mux2i | 1 |
| nor2b | 1 |
| nand3 | 1 |
| nand2b | 2 |
| xor2 | 1 |
[report_power, final]
part / switching (mW) / internal (mW) / total (mW)
Clock: 0.0154 / 0.0242 / 0.0397
Sequential: 0.00289 / 0.0612 / 0.0641
Combinational: 0.269 / 0.319 / 0.588
Total: 0.287 / 0.404 / 0.691
[timing repair]
action	CTS	global route
setup endpoints to repair	2	4
hold buffers	0	0
pin swaps	16	25
resized	16	30
setup buffers	1	0
[layout by cell type, fill, tap and decap left out, types with 3 or more instances in the layout]
| cell type | count |
|---|---|
| clkdlybuf4s50_1 | 41 |
| buf_4 | 4 |
| dlygate4sd2_1 | 8 |
| inv_1 | 18 |
| dfxtp_1 | 6 |
| nor2_1 | 4 |
| and2_4 | 6 |
| ha_1 | 6 |
| inv_2 | 5 |
| nand2_1 | 11 |
| fa_1 | 23 |
| clkbuf_4 | 3 |
| dlymetal6s2s_1 | 22 |
| and2_1 | 14 |
[path summary, 6_finish.rpt]
| path | start | endpoint | slack, ns | depth (start not counted) |
|---|---|---|---|---|
| max | weight_packed[27] | out[4] | 0.21 | 17 |
| min | reset | out[1] | 1.55 | 2 |
[kinds of logic (layout without fill, tap and decap cells)]
| family | count (synthesis) | after routing | synth area share [%] |
|---|---|---|---|
| and+or+nand+nor | 43 | 43 | 22.2 |
| buffers and inverters | 23 | 101 | 8.18 |
| AOI/OAI and AO/OA | 4 | 4 | 2.61 |
| muxes | 1 | 1 | 0.949 |
| xor gates and xnor gates | 1 | 1 | 0.831 |
| DFF | 6 | 6 | 11.4 |
| adders and majority gates | 31 | 31 | 53.9 |
[final cells by class]
class	count	area [sq um]	share of cell area, %
clock buffer	3	22.5	1.15
inverter	23	86.3	4.42
multi-input combinational	80	882	45.1
sequential	6	120	6.15
tap	46	57.6	2.94
timing repair buffer	75	786	40.2
Power is estimated from default activity; no workload was simulated.
